$ cat config.mk
export PLATFORM = sky130hd
export DESIGN_NAME = control_circuit
export DESIGN_NICKNAME = control_circuit
export VERILOG_FILES = /design/flow/design.v
export SDC_FILE = /design/flow/constraint.sdc
export NUM_CORES = 4
export LEC_CHECK = 1
export CORE_AREA = 10 10 79 79
export DIE_AREA = 0 0 89 89
$ cat constraint.sdc
current_design control_circuit

set clk_period 3.5
set clk_io_pct 0.2

create_clock -name clk0 -period $clk_period [get_ports {clk}]

set non_clock_inputs [all_inputs -no_clocks]
set_input_delay [expr $clk_period * $clk_io_pct] -clock clk0 $non_clock_inputs
set_output_delay [expr $clk_period * $clk_io_pct] -clock clk0 [all_outputs]
$ cat design.v
module sign_ext (in, out);
    parameter in_width = 16;
    parameter out_width = 32;
    output [out_width-1:0] out;
    input [in_width-1:0] in;
    assign out[out_width-1:in_width] = {(out_width-in_width){in[in_width-1]}};
    assign out[in_width-1:0] = in;
endmodule
module control_circuit (input clk, input reset, input [5:0] opcode, input [5:0] funct, 
                        output reg IorD, output reg memRead, output reg IRWrite, output reg regDest, output reg regWrite,
                        output reg aluSrcA, output reg [1:0] aluSrcB, output reg [1:0] aluOp, output reg hiWrite,
                        output reg loWrite, output reg [1:0] memToReg, output reg [1:0] pcSrc, output reg pcWrite,
                        output reg branch );
    reg [3:0] state;
    always @ (negedge clk) begin
        if(reset) begin
            state <= 4'd0;
            IorD <= 1'b0;
            memRead <= 1'b0;
            IRWrite <= 1'b0;
            regDest <= 1'b0;
            regWrite <= 1'b0;
            aluSrcA <= 1'b0;
            aluSrcB <= 2'b00;
            aluOp <= 2'b00;
            hiWrite <= 1'b0;
            loWrite <= 1'b0;
            memToReg <= 2'b00;
            pcSrc <= 2'b00;
            pcWrite <= 1'b0;
            branch <= 1'b0;
        end
        case (state)
            4'd0: begin
                state <= 4'd1;
                IorD <= 1'b0;
                memRead <= 1'b1;
                IRWrite <= 1'b1;
                regDest <= 1'b0;
                regWrite <= 1'b0;
                aluSrcA <= 1'b0;
                aluSrcB <= 2'b01;
                aluOp <= 2'b00;
                hiWrite <= 1'b0;
                loWrite <= 1'b0;
                memToReg <= 2'b00;
                pcSrc <= 2'b10;
                pcWrite <= 1'b1;
                branch <= 1'b0;
            end
            4'd1: begin
                state <= 4'd2;
                IorD <= 1'b0;
                memRead <= 1'b0;
                IRWrite <= 1'b0;
                regDest <= 1'b0;
                regWrite <= 1'b0;
                aluSrcA <= 1'b0;
                aluSrcB <= 2'b11;
                aluOp <= 2'b00;
                hiWrite <= 1'b0;
                loWrite <= 1'b0;
                memToReg <= 2'b00;
                pcSrc <= 2'b00;
                pcWrite <= 1'b0;
                branch <= 1'b0;
            end
            4'd2: begin
                case(opcode)
                    6'b001000: begin
                        state <= 4'd3;
                        IorD <= 1'b0;
                        memRead <= 1'b0;
                        IRWrite <= 1'b0;
                        regDest <= 1'b0;
                        regWrite <= 1'b0;
                        aluSrcA <= 1'b1;
                        aluSrcB <= 2'b10;
                        aluOp <= 2'b00;
                        hiWrite <= 1'b0;
                        loWrite <= 1'b0;
                        memToReg <= 2'b00;
                        pcSrc <= 2'b00;
                        pcWrite <= 1'b0;
                        branch <= 1'b0;
                    end
                    6'b011000: begin
                        state <= 4'd4;
                        IorD <= 1'b0;
                        memRead <= 1'b0;
                        IRWrite <= 1'b0;
                        regDest <= 1'b0;
                        regWrite <= 1'b0;
                        aluSrcA <= 1'b1;
                        aluSrcB <= 2'b00;
                        aluOp <= 2'b10;
                        hiWrite <= 1'b0;
                        loWrite <= 1'b0;
                        memToReg <= 2'b0;
                        pcSrc <= 2'b0;
                        pcWrite <= 1'b0;
                        branch <= 1'b0;
                    end
                    6'b010000: begin
                        state <= 4'd5;
                        IorD <= 1'b0;
                        memRead <= 1'b0;
                        IRWrite <= 1'b0;
                        regDest <= 1'b1;
                        regWrite <= 1'b1;
                        aluSrcA <= 1'b0;
                        aluSrcB <= 2'b00;
                        aluOp <= 2'b00;
                        hiWrite <= 1'b0;
                        loWrite <= 1'b0;
                        memToReg <= 2'b01;
                        pcSrc <= 2'b00;
                        pcWrite <= 1'b0;
                        branch <= 1'b0;
                    end
                    6'b100011: begin
                        state <= 4'd6;
                        IorD <= 1'b0;
                        memRead <= 1'b0;
                        IRWrite <= 1'b0;
                        regDest <= 1'b0;
                        regWrite <= 1'b0;
                        aluSrcA <= 1'b1;
                        aluSrcB <= 2'b10;
                        aluOp <= 2'b00;
                        hiWrite <= 1'b0;
                        loWrite <= 1'b0;
                        memToReg <= 2'b00;
                        pcSrc <= 2'b00;
                        pcWrite <= 1'b0;
                        branch <= 1'b0;
                    end
                    6'b000010: begin
                        state <= 4'd7;
                        IorD <= 1'b0;
                        memRead <= 1'b0;
                        IRWrite <= 1'b0;
                        regDest <= 1'b0;
                        regWrite <= 1'b0;
                        aluSrcA <= 1'b0;
                        aluSrcB <= 2'b00;
                        aluOp <= 2'b00;
                        hiWrite <= 1'b0;
                        loWrite <= 1'b0;
                        memToReg <= 2'b00;
                        pcSrc <= 2'b01;
                        pcWrite <= 1'b1;
                        branch <= 1'b0;
                    end
                    6'b000100: begin
                        state <= 4'd8;
                        IorD <= 1'b0;
                        memRead <= 1'b0;
                        IRWrite <= 1'b0;
                        regDest <= 1'b0;
                        regWrite <= 1'b0;
                        aluSrcA <= 1'b1;
                        aluSrcB <= 2'b00;
                        aluOp <= 2'b01;
                        hiWrite <= 1'b0;
                        loWrite <= 1'b0;
                        memToReg <= 2'b00;
                        pcSrc <= 2'b00;
                        pcWrite <= 1'b0;
                        branch <= 1'b1;
                    end
                    default: begin
                        state <= 4'd8;
                        IorD <= 1'b0;
                        memRead <= 1'b0;
                        IRWrite <= 1'b0;
                        regDest <= 1'b0;
                        regWrite <= 1'b0;
                        aluSrcA <= 1'b1;
                        aluSrcB <= 2'b00;
                        aluOp <= 2'b01;
                        hiWrite <= 1'b0;
                        loWrite <= 1'b0;
                        memToReg <= 2'b00;
                        pcSrc <= 2'b00;
                        pcWrite <= 1'b0;
                        branch <= 1'b1;
                    end
                endcase
            end
            4'd3: begin
                state <= 4'd9;
                IorD <= 1'b0;
                memRead <= 1'b0;
                IRWrite <= 1'b0;
                regDest <= 1'b0;
                regWrite <= 1'b1;
                aluSrcA <= 1'b0;
                aluSrcB <= 2'b00;
                aluOp <= 2'b00;
                hiWrite <= 1'b0;
                loWrite <= 1'b0;
                memToReg <= 2'b10;
                pcSrc <= 2'b00;
                pcWrite <= 1'b0;
                branch <= 1'b0;
            end
            4'd4: begin
                state <= 4'd10;
                IorD <= 1'b0;
                memRead <= 1'b0;
                IRWrite <= 1'b0;
                regDest <= 1'b0;
                regWrite <= 1'b0;
                aluSrcA <= 1'b0;
                aluSrcB <= 2'b00;
                aluOp <= 2'b00;
                hiWrite <= 1'b1;
                loWrite <= 1'b1;
                memToReg <= 2'b00;
                pcSrc <= 2'b00;
                pcWrite <= 1'b0;
                branch <= 1'b0;
            end
            4'd5: begin
                state <= 4'd1;
                IorD <= 1'b0;
                memRead <= 1'b1;
                IRWrite <= 1'b1;
                regDest <= 1'b0;
                regWrite <= 1'b0;
                aluSrcA <= 1'b0;
                aluSrcB <= 2'b01;
                aluOp <= 2'b00;
                hiWrite <= 1'b0;
                loWrite <= 1'b0;
                memToReg <= 2'b00;
                pcSrc <= 2'b10;
                pcWrite <= 1'b1;
                branch <= 1'b0;
            end
            4'd6: begin
                state <= 4'd11;
                IorD <= 1'b1;
                memRead <= 1'b1;
                IRWrite <= 1'b0;
                regDest <= 1'b0;
                regWrite <= 1'b0;
                aluSrcA <= 1'b0;
                aluSrcB <= 2'b00;
                aluOp <= 2'b00;
                hiWrite <= 1'b0;
                loWrite <= 1'b0;
                memToReg <= 2'b00;
                pcSrc <= 2'b00;
                pcWrite <= 1'b0;
                branch <= 1'b0;
            end
            4'd7: begin
                state <= 4'd1;
                IorD <= 1'b0;
                memRead <= 1'b1;
                IRWrite <= 1'b1;
                regDest <= 1'b0;
                regWrite <= 1'b0;
                aluSrcA <= 1'b0;
                aluSrcB <= 2'b01;
                aluOp <= 2'b00;
                hiWrite <= 1'b0;
                loWrite <= 1'b0;
                memToReg <= 2'b00;
                pcSrc <= 2'b10;
                pcWrite <= 1'b1;
                branch <= 1'b0;
            end
            4'd8: begin
                state <= 4'd1;
                IorD <= 1'b0;
                memRead <= 1'b1;
                IRWrite <= 1'b1;
                regDest <= 1'b0;
                regWrite <= 1'b0;
                aluSrcA <= 1'b0;
                aluSrcB <= 2'b01;
                aluOp <= 2'b00;
                hiWrite <= 1'b0;
                loWrite <= 1'b0;
                memToReg <= 2'b00;
                pcSrc <= 2'b10;
                pcWrite <= 1'b1;
                branch <= 1'b0;
            end
            4'd9: begin
                state <= 4'd1;
                IorD <= 1'b0;
                memRead <= 1'b1;
                IRWrite <= 1'b1;
                regDest <= 1'b0;
                regWrite <= 1'b0;
                aluSrcA <= 1'b0;
                aluSrcB <= 2'b01;
                aluOp <= 2'b00;
                hiWrite <= 1'b0;
                loWrite <= 1'b0;
                memToReg <= 2'b00;
                pcSrc <= 2'b10;
                pcWrite <= 1'b1;
                branch <= 1'b0;
            end
            4'd10: begin
                state <= 4'd1;
                IorD <= 1'b0;
                memRead <= 1'b1;
                IRWrite <= 1'b1;
                regDest <= 1'b0;
                regWrite <= 1'b0;
                aluSrcA <= 1'b0;
                aluSrcB <= 2'b01;
                aluOp <= 2'b00;
                hiWrite <= 1'b0;
                loWrite <= 1'b0;
                memToReg <= 2'b00;
                pcSrc <= 2'b10;
                pcWrite <= 1'b1;
                branch <= 1'b0;
            end
            4'd11: begin
                state <= 4'd12;
                IorD <= 1'b0;
                memRead <= 1'b0;
                IRWrite <= 1'b0;
                regDest <= 1'b0;
                regWrite <= 1'b1;
                aluSrcA <= 1'b0;
                aluSrcB <= 2'b00;
                aluOp <= 2'b00;
                hiWrite <= 1'b0;
                loWrite <= 1'b0;
                memToReg <= 2'b00;
                pcSrc <= 2'b00;
                pcWrite <= 1'b0;
                branch <= 1'b0;
            end
            4'd12: begin
                state <= 4'd1;
                IorD <= 1'b0;
                memRead <= 1'b1;
                IRWrite <= 1'b1;
                regDest <= 1'b0;
                regWrite <= 1'b0;
                aluSrcA <= 1'b0;
                aluSrcB <= 2'b01;
                aluOp <= 2'b00;
                hiWrite <= 1'b0;
                loWrite <= 1'b0;
                memToReg <= 2'b00;
                pcSrc <= 2'b10;
                pcWrite <= 1'b1;
                branch <= 1'b0;
            end
            default: begin
                state <= 4'd0;
                IorD <= 1'b0;
                memRead <= 1'b0;
                IRWrite <= 1'b0;
                regDest <= 1'b0;
                regWrite <= 1'b0;
                aluSrcA <= 1'b0;
                aluSrcB <= 2'b00;
                aluOp <= 2'b00;
                hiWrite <= 1'b0;
                loWrite <= 1'b0;
                memToReg <= 2'b00;
                pcSrc <= 2'b00;
                pcWrite <= 1'b0;
                branch <= 1'b0;
            end
        endcase
    end
endmodule
module id_stage (input clk, input reset, input [31:0] instruction, input reg_write_in, input [31:0] write_data, input [4:0] write_reg, output reg_write_out, output mem_to_reg, output branch, output mem_write, output mem_read, output alu_src, output [1:0] alu_op, output reg_dst, output [31:0] branch_imm, output [31:0] rs_data, output [31:0] rt_data);
    sign_ext #(16, 32) se(instruction[15:0], branch_imm);
    register_file rf_main(clk, reset, reg_write_in, instruction[25:21], instruction[20:16], write_reg, write_data, rs_data, rt_data);
endmodule
$ cat run.sh
#!/bin/bash
# OpenROAD 26Q1-2900-gdf79404cd8, Yosys 0.63+post, stock flow scripts
make -C /OpenROAD-flow-scripts/flow DESIGN_CONFIG=/design/flow/config.mk WORK_HOME=/design/flow/orfs finish
==> metrics.csv <==
stage,metric,value,unit
run,warnings,53,
synthesis,synth_warnings,1,
floorplanning,die_h,89,um
synthesis,ys_ff,21,
detailed_routing,antenna_left,0,
sta,finalSetupTns,0,ps
sta,setup_ws,46.2,ps
critical_path,max_stage_delay,490,ps
synthesis,synthTopLogicFamily,simple AND/OR/NAND/NOR gates,
placed_design,place_ws,-510,ps
synthesis,yosys-stat-area,896,um^2
cts,cts_hold_buf,0,
power_and_ir_drop,combPwrFrac,27.4,%
synthesis,yosysTopAreaCell,dfxtp_1,
power_and_ir_drop,internal_power,0.657,mW
cts,clk_path_buf_depth,2,
synthesis,compound_area_share,15.1,%
detailed_routing,dr.pass1.iters,4,
hold_path,min_path_type,flip-flop to flip-flop,
synthesis,ys_cells,101,
sta,relSlewSlack,68.2,%
floorplanning,chipArea,7920,um^2
detailed_routing,wire_per_inst,9.96,um
cells_and_area,drive_gt1_share,15.5,%
power_and_ir_drop,p_sw_share,32.3,%
sta,worst_slew_pin_slew,476,ps
floorplanning,core_area,4660,um^2
cts,cts_inserted_buffers,3,
synthesis,async_flop_share,0,%
critical_path,worst-path-buf-inv,1,
power_and_ir_drop,pwr-share-seq,40.2,%
cts,cts_setup_buffers,0,
synthesis,ys_sh_adder,2.23,%
critical_path,cp-start-kind,input pin,
sta,finalMaxSlewViolations,0,
detailed_routing,drt_wl_total,2010,um
synthesis,netlist_top_cells_area,"dfxtp_1 (47%), nor3_1 (5.0%), a21oi_1 (3.9%), xnor2_1 (3.9%), nand2b_1 (2.8%)",
critical_path,critPathSlowestCell,or4_4,
synthesis,ys.flop_type,dfxtp_1,
cells_and_area,regArea,422,um^2
floorplanning,fp_util,19.2,%
run,cap_violations,0,
global_route,grt_max_degree,14,
detailed_routing,antennaDiodeCount,0,
cts,cts_tree,yes,
cells_and_area,final_area,1370,um^2
critical_path,path_delay_family,simple AND/OR/NAND/NOR gates,
synthesis,synthXorXnorAreaFrac,3.91,%
critical_path,crit_arrival,1960,ps
floorplanning,die_x,89,um
sta,grt_setup_unrepaired,false,
sta,final-setup-viol-count,0,
power_and_ir_drop,switchingPower,0.313,mW
power_and_ir_drop,p_per_area,708,nW/um^2
synthesis,ys_types,32,
synthesis,yosys.stat.seqShare,46.9,%
placed_design,place_congestion,0.808,
global_route,overflow,0,
synthesis,netlist_area,896,um^2
global_route,grt_use_total,5.29,%
power_and_ir_drop,pwr-share-clk,32.4,%
cts,clk_pin_slew,30,ps
floorplanning,ios,32,
global_route,grt_pass1_vias,852,
power_and_ir_drop,ir_drop,0.189,mV
synthesis,top_cell,dfxtp_1,
synthesis,synthesis.instances,101,
status,status,completed,
cts,cts.sinks,21,
global_route,antenna_found_initial,0,
critical_path,crit_chain,"dlygate4sd2_1, or3_4, or4_4, a21oi_2",
synthesis,ys_sh_simple,22.8,%
detailed_routing,drc,0,
critical_path,end_kind,flip-flop,
placed_design,hpwl,1500,um
placed_design,place_area,1210,um^2
synthesis,synth-edff-count,0,
detailed_routing,vias,816,
cts,cts_root_buf,clkbuf_8,
cells_and_area,nFillCells,481,
power_and_ir_drop,total_power,0.970,mW
sta,fin_skew,12.4,ps
synthesis,mux_area_share,1.12,%
global_route,grt_pass1_wl,3460,um
cells_and_area,logic_area,438,um^2
synthesis,common_cells,"dfxtp_1 (21), nor3_1 (9), a21oi_1 (7)",
placed_design,port_buffers,24,
sta,hold_violations,0,
synthesis,top_cell_area_share,46.9,%
cts,clk_latency,330,ps
critical_path,path_class,input pin to flip-flop,
cts,h-tree-depth,1,
cells_and_area,syn_to_final_growth,52.9,%
detailed_routing,drt-initial-drc-count,72,
critical_path,required,2000,ps
floorplanning,rows,25,
power_and_ir_drop,p_leak,0.679,nW
critical_path,worst-path-max-fanout,3,
synthesis,avgSynthCellArea,8.87,um^2
detailed_routing,viasPerCell,4.04,
## tightest hold or removal path, cell delays in order, from the launching register on
cell     delay (ps)
dfxtp_1         410
nand2_1         100
nor3_1           40
## final timing paths
path | from | end | slack, ps | cells after the start
max reg2reg | state[1] | memToReg[0] | 2010 | 4
max | opcode[0] | regWrite | 50 | 4
min | state[1] | memToReg[1] | 600 | 2
min reg2reg | state[1] | memToReg[1] | 600 | 2
## flip-flops by register name, indices dropped and copies added (netlist names), 2 cells and up
signal    flops
state         4
aluOp         2
memToReg      2
aluSrcB       2
pcSrc         2
## layout make-up
cell class / count / area share [%]
flip-flops and latches: 21 / 30.8
well taps: 54 / 4.93
clock buffers: 3 / 3.01
clock inverters: 22 / 7.95
inverters: 5 / 1.37
repair buffers: 31 / 20.0
multi-input cells: 66 / 32.0
## what timing repair did
| action | CTS | global route |
|---|---|---|
| pin swaps | 1 | 4 |
| endpoints found under the setup margin | 19 | 6 |
| resized | 25 | 7 |
| hold endpoints to repair | 0 | 0 |
## layout by cell type (no fill, tap or decap), types with 5 or more instances in the layout
cell type | Yosys | routed
nor2_1 | 5 | 5
nor3_1 | 9 | 8
dfxtp_1 | 21 | 20
buf_4 | 2 | 7
inv_1 | 6 | 26
a21oi_1 | 7 | 5
dlygate4sd2_1 | 0 | 21
nand2_1 | 5 | 5
## metrics by stage
stage / util [%] / std cells / hold WS (ps)
floorplan: - / 101 / 498
global placement: 25.9 / 178 / 597
detailed placement: 25.9 / 178 / 594
CTS: 28.8 / 202 / 593
global route: 29.4 / 202 / 664
finish: 29.4 / 202 / 596
## per-layer routing
metal | GRT usage (%) | share of wire [%] | vias to the layer above
li1 | - | - | 438
met1 | 5.76 | 43 | 357
met2 | 8.64 | 46 | 19
met3 | 2.11 | 9.3 | 2
met4 | 2.89 | 1.7 | 0
met5 | 0 | 0 | -
## logic make-up after synthesis
| logic type | Yosys count |
|---|---|
| AND-OR/OR-AND | 22 |
| XOR/XNOR | 4 |
| adder cells (fa/ha/maj) | 2 |
| buffers and inverters | 14 |
| flip-flops | 21 |
| multiplexers | 1 |
| AND/OR/NAND/NOR | 37 |
## power groups by stage
stage	Sequential, mW	Clock, mW	Combinational (mW)
final	0.390	0.314	0.265
after global routing	0.406	0.357	0.312
after CTS	0.389	0.331	0.265
No activity file was given, so power comes from the tool's default toggle rates.
